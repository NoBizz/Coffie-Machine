--- /design/flow/run.sh ---
#!/bin/bash
# OpenROAD 26Q1-2900-gdf79404cd8, Yosys 0.63+post, stock flow scripts
make -C /OpenROAD-flow-scripts/flow DESIGN_CONFIG=/design/flow/config.mk WORK_HOME=/design/flow/orfs finish
--- /design/flow/config.mk ---
export PLATFORM = sky130hd
export DESIGN_NAME = sensor_if
export DESIGN_NICKNAME = sensor_if
export VERILOG_FILES = /design/flow/design.v
export SDC_FILE = /design/flow/constraint.sdc
export NUM_CORES = 4
export LEC_CHECK = 1
export CORE_UTILIZATION = 50
--- /design/flow/constraint.sdc ---
current_design sensor_if

set clk_period 42.4
set clk_io_pct 0.2

create_clock -name clk0 -period $clk_period [get_ports {clk}]

set non_clock_inputs [all_inputs -no_clocks]
set_input_delay [expr $clk_period * $clk_io_pct] -clock clk0 $non_clock_inputs
set_output_delay [expr $clk_period * $clk_io_pct] -clock clk0 [all_outputs]
--- /design/flow/design.v ---
module sensor_if(input sens_active,reset,clk,output passed);
reg [255-1:0] shift_reg;
reg compleated,uninterupted;
  always @(posedge clk) begin
  if(~reset && sens_active && ~uninterupted)begin
      shift_reg <= {shift_reg[255-2:0], sens_active};
      if(shift_reg[255-1])begin
        uninterupted = 1;
        shift_reg <= 0;
      end
    end  
    if(~reset && uninterupted && ~sens_active)begin
      shift_reg <= {shift_reg[255-2:0], ~sens_active};
    end if(uninterupted && shift_reg[255-1] && ~sens_active) begin
      compleated = 1;
    end
    if(reset) begin
      shift_reg <= 0;
      compleated = 0;
      uninterupted = 0;
    end
  end
  assign passed = compleated;
endmodule
==> results.toml <==
# synthesis and place-and-route metrics
[logic_synthesis]
avgSynthCellArea_um2 = 8.13
async_flop_share = 0
synthDistinctLibCells = 16
edf_count = 0
common_cells = "dfxtp_1, a21oi_1, nand2_1"
top_cell_area_share = 0.554
synth-area-yosys_mm2 = 0.00930
area_leaders = "dfxtp_1, a21oi_1, nand2_1"
yosysWarnings = 1
ys_cells = 1143
ys_seq_share = 0.554
syn_inst = 1143
ys_seq_elements = 257
synth_area_mm2 = 0.00930
ys.flop_type = "dfxtp_1"
top_area_cell = "dfxtp_1"
synth_dominant_cell_count = "dfxtp_1"

[finish]
n_fill_cell = 1686
drive_gt1_frac = 0.0549
final_area_mm2 = 0.0101
area_growth_pct = 8.32
largest_reg_flops = 255

[pwr]
p_leak_uw = 0.00311
powerDensity_mw_per_mm2 = 48.7
ir_drop_uv = 35.7

[sta]
setup_violations = 0
final_hold_viol_count = 0
period_used_share = 0.246
timing.fmax_ghz = 0.0958
fin_crit_ns = 10.44
setup_tns_ns = 0
rsz0062_at_grt = "no"
relSlewSlack = 0.481
worstMarginPinSlew_ns = 0.778
clock_skew_ns = 0.00737
slew_viol_final = 0

[worst_hold_path]
hp-class = "reg2reg"

[floorplan]
die_w_um = 138
dieArea_mm2 = 0.0191
core_mm2 = 0.0181
pin_count = 4
fp_util = 0.514
core.rowCount = 49
die_y_um = 138

[setup_path]
crit_path_end_kind = "register"
r2r_start = "uninterupted"
worst_r2r_path_depth = 5
cp-start-kind = "input port"
crit_type = "in2reg"
cpMaxStageDelayCell = "buf_4"
timing.rr.end = "shift_reg[143]"
crit_path_end = "shift_reg[13]"
ff2ff_setup_slack_ns = 40.13
worstPathArrival_ns = 10.88
cpPeakStageDelay_ns = 0.59
startpoint = "sens_active"
worstPathRequired_ns = 42.84
crit_fanout = 175
crit_chain = "clkdlybuf4s50_1 > nor3b_4 > buf_4 > buf_12 > o21ai_0 > a21oi_1"

[grt]
antenna_found_initial = 0
grt_usage = 0.175
grt_pass1_wl_mm = 28.6
grt_pass1_vias = 6529
overflow = 0
grt_max_degree = 178

[detailed_routing]
route.detailed.drc = 0
drt_iter0_markers = 554
wl_per_cell_um = 12.3
antenna_cells_inserted = 0
viasPerCell = 5.42
ant_nets = 0
vias = 7164
first_pass_iters = 5
wirelength_mm = 16.3

[clock_network]
htree_levels = 1
postCtsSetupBuffers = 0
clockBufferDepth = 3
holdBufCountCts = 0
cts_root_buf = "clkbuf_16"
cts_sinks = 257
clk_pin_slew_ns = 0.06
post_cts_resize_count = 0
cts_buffers = 26
cts_tree = "done"
clock_latency_ns = 0.51

[place]
routabilityCongestion = 0.709
port_buffers = 3
place_hpwl_mm = 7.27
placed_cell_area_mm2 = 0.00915

[status]
status = "finished clean"

[job]
tool_warnings = 29
drv_cap = 0
==> per-layer routing <==
| metal | track usage | vias up | part of all wire |
|---|---|---|---|
| met5 | 0 | - | 0 |
| met4 | 0.0302 | 0 | 0.015 |
| met3 | 0.0261 | 22 | 0.027 |
| met2 | 0.281 | 41 | 0.43 |
| met1 | 0.267 | 3360 | 0.52 |
| li1 | - | 3741 | - |
==> cell families (layout without fill, tap and decap cells) <==
family                 count (synthesis)  count (layout)  share of synthesized area
AND-OR/OR-AND                        511             511                      0.275
XOR/XNOR                               1               1                   0.000942
buffers and inverters                114              63                     0.0638
flip-flops                           257             257                      0.554
AND/OR/NAND/NOR                      260             260                      0.106
==> cell type report <==
cell class / count / area (um2) / area share
Timing Repair Buffer: 14 / 139 / 0.0138
Inverter: 1 / 3.75 / 0.000373
Tap cell: 229 / 287 / 0.0285
Clock inverter: 8 / 96.3 / 0.00957
Clock buffer: 40 / 825 / 0.0819
Multi-Input combinational cell: 772 / 3570 / 0.355
Sequential cell: 257 / 5140 / 0.511
==> cells in the final DEF (no fill, tap or decap) <==
| cell type | n |
|---|---|
| dfxtp_1 | 257 |
| a21oi_1 | 256 |
| nand2_1 | 255 |
| o21ai_0 | 154 |
| o21ai_1 | 100 |
| clkbuf_16 | 27 |
| clkbuf_8 | 10 |
| buf_4 | 9 |
| clkinv_2 | 4 |
| nor2_1 | 3 |
| clkbuf_1 | 3 |
| bufinv_16 | 2 |
| clkdlybuf4s50_1 | 2 |
| buf_12 | 2 |
| and2b_4 | 1 |
| nor3b_4 | 1 |
| xnor2_2 | 1 |
| inv_1 | 1 |
| a211oi_1 | 1 |
| clkinv_4 | 1 |
| clkinvlp_4 | 1 |
| buf_6 | 1 |
==> through the flow <==
| stage | util | hold WS [ns] | total power, uW | cells | worst slack (ns) |
|---|---|---|---|---|---|
| floorplan | - | 0.413 | 258 | 1143 | 33.03 |
| global placement | 0.506 | 0.440 | 259 | 1273 | 31.47 |
| detailed placement | 0.506 | 0.443 | 259 | 1273 | 31.48 |
| CTS | 0.557 | 0.452 | 497 | 1321 | 32.00 |
| global route | 0.557 | 0.465 | 508 | 1321 | 31.79 |
| finish | 0.557 | 0.449 | 490 | 1321 | 31.96 |
==> report_power, final <==
part	internal, uW	switching, uW
clock	146	90.4
combinational	1.20	10.8
sequential	242	0.0713
total	389	101
==> worst min path at each step <==
stage     slack [ns]      startpoint  cells past startpoint        endpoint
4_1_cts         0.45   shift_reg[61]                      2   shift_reg[61]
5_1_grt         0.46  shift_reg[181]                      2  shift_reg[181]
6_report        0.45  shift_reg[230]                      2  shift_reg[230]
==> critical path: cells and delay by family <==
kind	cells	cell delay (ns)
buffers and inverters	3	1.69
AND-OR/OR-AND	2	0.32
AND/OR/NAND/NOR	1	0.21
No activity file was given, so power comes from the tool's default toggle rates.
