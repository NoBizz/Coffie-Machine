$ cat flow/design.v
module motor_if(input move, emergancy, clk, input [63:0] distance, input [31:0] steps, output clk_out);
reg [7:0] counter = 0;
reg pulse, next, previous, reset, enable;
reg [31:0] n;
reg [31:0] delta;
wire [63:0] delay;
reg [31:0] truedistance = ((200 * 2) / (2 * 8));
reg [7:0] resettime = 0;
    always @(posedge clk) begin
        if(move) begin
            n = 2'd01;
            delta = 4'b000_1;
            reset = 0;
            if (resettime <= 5) begin
             next = 1; previous = 1;
             enable = 1;
            end 
            else begin
            if(steps > (truedistance)) begin 
                next = 0; previous = 1;
                end else begin
                 next = 1; previous = 0;
                end
            end
            if (counter <= 50) counter <= counter + 1; 
            else counter <= 0; 
            if (counter < delay) pulse = 1;
            else pulse = 0;
      end
      if(resettime < 6) begin
        resettime = resettime + 1;
      end
      if(steps == (truedistance - 5))begin
        resettime = 0;
      end
    end
      sqrt math(reset, previous,next, clk, n, delta, delay);
      assign clk_out = pulse;
endmodule
module sqrt(input RESET, PREVIOUS, NEXT,CLK, input [31:0] N , input [31:0] DELTA , output reg [63:0] m);
    reg done;    
    reg [31:0] sqrt;
    reg [31:0] h;
    reg [31:0] l;
    reg [31:0] n;
    reg [31:0] delta;
    reg [4:0]  iterations;
    reg [63:0] current_sqrt;
    always @(posedge CLK) begin
        if(PREVIOUS && NEXT) begin
            n = N;
            delta = DELTA;    
            iterations = 0;
            done = 0;
            sqrt = n;
        end
        if(~done) begin
        current_sqrt = (h + l)/2;
        if(delta >= 2*(-16)) begin
            if(current_sqrt * current_sqrt > n) begin
                    h = current_sqrt;
                    n = N; 
                    delta = delta / 2;
            end else begin
                    l = current_sqrt;
                    n = N; 
                    delta = delta / 2;    
            end
        end
        if(iterations == 17) begin
            done = 1;
            iterations = 0;
        end
        if(RESET) begin
            sqrt = 1;
            done = 1;
            delta = 1;
            current_sqrt = 1;
        end
             if(NEXT) begin
             h = sqrt + delta;
             l = sqrt;
             n = n+1;
             delta = delta;
             sqrt = (n+1);
        end
        if(PREVIOUS) begin
            h = sqrt;
            l = sqrt - delta;
            n = n - 1;
            delta = delta;
            sqrt = (n-1);
        end
         m = current_sqrt; 
         iterations = iterations +1; 
       end
    end
endmodule
$ cat flow/run.sh
#!/bin/bash
# OpenROAD 26Q1-2900-gdf79404cd8, Yosys 0.63+post, stock flow scripts
make -C /OpenROAD-flow-scripts/flow DESIGN_CONFIG=/design/flow/config.mk WORK_HOME=/design/flow/orfs finish
$ cat flow/config.mk
export PLATFORM = sky130hd
export DESIGN_NAME = motor_if
export DESIGN_NICKNAME = motor_if
export VERILOG_FILES = /design/flow/design.v
export SDC_FILE = /design/flow/constraint.sdc
export NUM_CORES = 4
export LEC_CHECK = 1
export CORE_UTILIZATION = 30
$ cat flow/constraint.sdc
current_design motor_if

set clk_period 31.6
set clk_io_pct 0.2

create_clock -name clk0 -period $clk_period [get_ports {clk}]

set non_clock_inputs [all_inputs -no_clocks]
set_input_delay [expr $clk_period * $clk_io_pct] -clock clk0 $non_clock_inputs
set_output_delay [expr $clk_period * $clk_io_pct] -clock clk0 [all_outputs]
==> flow_summary.yaml <==
# yosys + openroad results
status:
  status: "finished, final reports clean"
synth:
  edf_count: 107
  postSynth.asyncResetShare_pct: 0
  synthCells: 5701
  ys_seq_share_pct: 11.21
  synth-seq-cells: 217
  synth_cell_types: 107
  adder_share_pct: 44.67
  mux_share_pct: 0.6164
  ys_sh_xor_pct: 4.913
  synthAoiAreaFrac_pct: 11.92
  logic_family: "adder cells"
  syn_area_um2: 48310
  simple_gate_share_pct: 15.21
  yosysChipArea_um2: 48310
  avgSynthCellArea_um2: 8.474
  ys_cells: 5701
  ys.flop_type: "dfxtp_1"
  yosys_warnings: 2
global_routing:
  grt_pass1_vias: 38690
  grt_antenna_before_repair: 1
  track_usage_pct: 18.37
  grt-ovfl-total: 0
  grt_pass1_wl_um: 222100
  grt_start_max_net_pins: 71
worst_hold_path:
  min_from: "resettime[6]"
  min_path_cells: 1
  hold_path_end: "resettime[6]"
  hold_path_class: "flop to flop"
cells_and_area:
  instances_no_fill: 7793
  finalInstanceArea_um2: 52210
  logic_area_um2: 37550
  nFillCells: 16190
  area_delta_synth_final_pct: 8.078
  layout_top_cell: "inv_1"
  flop_area_um2: 5415
  layout_top_cells: "1209 x inv_1, 821 x fa_1, 591 x nand2_1, 482 x nor2_1, 411 x ha_1"
  drive_above_1_share_pct: 4.358
clock_tree:
  clockBufferDepth: 3
  htree_levels: 1
  holdBufCountCts: 0
  cts_inserted_buffers: 27
  ctsResizeCount: 0
  clk_latency_ns: 0.56
  ctsRootBufferMaster: "clkbuf_16"
  cts.sinks: 217
  path_clk_slew_ns: 0.06
  postCtsSetupBuffers: 0
  cts_tree: "yes"
final_timing:
  setup_viol: 0
  worst_slew_pin_slew_ns: 0.8629
  fmax_mhz: 67.16
  slew_violations: 0
  finalClockSkew_ns: 0.01609
  final.setup.tns_ns: 0
  finalWorstSetupSlack_ns: 16.71
  slew-limit-headroom_pct: 40.98
  rsz0062_at_grt: "no"
  fin_crit_ns: 14.89
  hold_ws_ns: 0.4631
  hold_violations: 0
  finalClockPeriodUsage_pct: 47.12
critical_path:
  slowest_stage: "nor4_1"
  r2r_slack_ns: 16.71
  rr_endpoint: "math.l[8]"
  startpoint_type: "flop"
  endpoint_kind: "flop"
  crit_type: "flop to flop"
  reg2reg_depth: 50
  cp_max_fo: 32
  arrival_ns: 15.09
  required_ns: 31.80
  timing.rr.start: "math.l[4]"
  critPathMaxStageDelay_ns: 0.75
  crit_top_cell: "fa_1"
detailed_routing:
  viasPerCell: 4.802
  num_vias: 37420
  wl_met2_um: 60230
  wl_met1_um: 58310
  dr.pass1.iters: 6
  wl_met3_um: 14740
  ant_nets: 0
  drt-initial-drc-count: 2329
  top_layer: "met5"
  wl_per_cell_um: 17.72
  totalWireLength_um: 138100
  drc: 0
placement:
  gp_congestion: 0.9633
  placed_area_um2: 51310
  hpwl_um: 110100
  dp_slack_ns: 16.66
  port_buffers: 34
  placedCellCount: 7743
floorplan:
  pin_count: 100
  initCoreUtil_pct: 30.36
  placementRows: 146
  die_h_um: 403.3
  die_w_um: 403.3
  core_area_um2: 159100
  die_area_um2: 162600
run:
  maxCapViolCount: 0
  warning_count: 100
## cell type report
class                   count  area share, %
multi-input cells        4025          71.92
flip-flops and latches    217          10.37
inverters                1224          8.802
well taps                2146          5.143
repair buffers            131          2.047
clock buffers              32          1.368
clock inverters            16         0.3427
diodes                      2       0.009586
## routing by layer
metal  global-route usage, %  up-vias
li1                        -    18060
met1                   25.57    17760
met2                   27.17     1386
met3                   7.315      210
met4                   4.956        2
met5                  0.1189        -
## through the flow
stage | util [%]
6_report | 32.81
5_1_grt | 32.81
4_1_cts | 32.81
3_5_place_dp | 32.25
3_3_place_gp | 32.25
2_1_floorplan | -
## how the worst max path moves through the flow
stage | cells past startpoint | slack (ns) | endpoint | from
after CTS | 50 | 16.56 | math.l[8] | math.l[4]
after global routing | 50 | 15.69 | math.l[8] | math.l[4]
final | 50 | 16.71 | math.l[8] | math.l[4]
## sequential cells by signal (all words and copies together) (netlist names)
| signal | count |
|---|---|
| previous | 1 |
| math.n | 32 |
| math.done | 1 |
| pulse | 1 |
| resettime | 8 |
| math.l | 32 |
| math.h | 32 |
| math.m | 32 |
| math.delta | 32 |
| math.sqrt | 32 |
| next | 1 |
| math.iterations | 5 |
| counter | 8 |
## critical path: cells and delay by family, from the launching register on
kind                       cells  cell delay [ns]
AOI/OAI and AO/OA             18             3.89
DFF                            1             0.36
xor gates and xnor gates       2             0.36
and+or+nand+nor               10             2.90
buffers and inverters          9             1.76
adders and majority gates     11             5.21
## synthesized netlist by cell type (all sizes together), types with 7 or more instances
cell     count  area (um2)
nand4       52       337.8
xor2       107       937.2
nor3        84       441.7
or3         29       181.4
edfxtp     107        3213
and4        13       113.9
nor4        45       330.3
o31ai       20       155.1
a211oi      57       427.9
clkbuf     201       755.7
clkinv      12       45.04
o21a        27       202.7
a21oi      281        1406
ha         411        5142
a21o        97       730.7
nand2      592        2222
o21ai      172       875.9
buf         35       183.9
inv       1212        4549
and3        17       106.4
or2         18       115.1
or4         16       127.6
o211ai      24       195.2
o22ai       14       87.58
a21boi       7       52.55
dfxtp      110        2202
nor3b        8       65.06
a31oi       42       262.8
nand2b      41       264.0
nor2b       28       175.2
nor2       485        1828
a211o        8       70.07
o31a        10       87.58
and2        51       319.1
o21bai      25       191.4
a31o        14       122.6
xnor2      164        1436
o2111ai     14       128.9
nand3       91       455.4
mux2i       23       230.2
fa         821       16440
## kinds of logic after synthesis
| group | Yosys count |
|---|---|
| AND-OR/OR-AND | 893 |
| XOR/XNOR | 271 |
| adder cells (fa/ha/maj) | 1232 |
| buffers and inverters | 1460 |
| flip-flops | 217 |
| multiplexers | 29 |
| other | 1 |
| AND/OR/NAND/NOR | 1598 |
